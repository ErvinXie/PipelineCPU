$ cat flow/config.mk
export PLATFORM = sky130hd
export DESIGN_NAME = Execute
export DESIGN_NICKNAME = Execute
export VERILOG_FILES = /design/flow/design.v
export SDC_FILE = /design/flow/constraint.sdc
export NUM_CORES = 4
export LEC_CHECK = 1
export CORE_UTILIZATION = 40
$ cat flow/constraint.sdc
current_design Execute

set clk_period 17.6
set clk_io_pct 0.2

create_clock -name clk0 -period $clk_period

set non_clock_inputs [all_inputs -no_clocks]
set_input_delay [expr $clk_period * $clk_io_pct] -clock clk0 $non_clock_inputs
set_output_delay [expr $clk_period * $clk_io_pct] -clock clk0 [all_outputs]
$ cat flow/design.v
`timescale 1ns/1ps
module ALU(
    input clk,
    input rst,
    input[31:0] a,
    input[31:0] b,
    input[4-1:0] s,
    output[31:0] c
);
    wire add_cout;
    wire[31:0] add_out;
    FullAdder u_full_adder(
        .a(a),
        .b(b),
        .cin(0),
        .cout(add_cout),
        .s(add_out)
    );
    wire sub_cout;
    wire[31:0] sub_out;
    FullAdder u_full_adder_sub(
        .a(a),
        .b(~b+1),
        .cin(0),
        .cout(sub_cout),
        .s(sub_out)
    );
    wire[31:0] or_out;
    assign or_out = a | b;
    wire[31:0] xor_out;
    assign xor_out = a ^ b;
    wire[31:0] and_out;
    assign and_out = a & b;
    wire[31:0] sll_out;
    assign sll_out = b << a;
    wire[31:0] srl_out;
    assign srl_out = b >> a;
    wire[31:0] sra_out;
    assign sra_out =  ({{32{b[31]}}} << (~a[4:0])) | ( b >> a[4:0] ) ;;
    wire[31:0] nor_out;
    assign nor_out = ~ (a | b);
    wire[31:0] lt_out,amb;
    assign amb = a-b;
    assign lt_out = amb[31]==1;
    wire[31:0] ltu_out;
    assign ltu_out = a < b ? 32'b1 : 32'b0;
    assign c =  
                (s==0) ? add_out :
                (s==1) ? sub_out :
                (s==2) ? and_out :
                (s==3) ? or_out :
                (s==4) ? xor_out :
                (s==8) ? sll_out :
                (s==9) ? srl_out :
                (s==10) ? sra_out :
                (s==5) ? nor_out :
                (s==6) ? lt_out :
                (s==7) ? ltu_out :
                8'b0;
endmodule
`timescale 1ns / 1ps
module FullAdder(input[31:0] a,
                  input[31:0] b,
                  input cin,
                  output cout,output[31:0] s);
    wire[8:0] c;
    assign c[0] = cin;
    assign cout = c[8];
    genvar i;
    generate 
        for (i=0;i<8;i=i+1)
        begin
            para4_full_adder add(
                .a(a[i*4+3:i*4]),
                .b(b[i*4+3:i*4]),
                .cin(c[i]),
                .cout(c[i+1]),
                .s(s[i*4+3:i*4])
            );
        end
    endgenerate
endmodule
`timescale 1ns / 1ps
module para4_full_adder(input[3:0] a,
                  input[3:0] b,
                  input cin,
                  output cout,
                  output[3:0] s);
    wire[3:0] p,g;
    wire[4:0] c;
    genvar i;
    generate
    for(i = 0; i<4; i = i+1) 
    begin
        assign p[i] = a[i]^b[i];
        assign g[i] = a[i]&b[i];
        assign s[i] = p[i]^c[i];
    end
    endgenerate
    assign c[0] = cin;
    assign c[1] = g[0] | (c[0]&p[0]);
    assign c[2] = g[1] | (g[0]&p[1]) | (c[0]&(&p[1:0]));
    assign c[3] = g[2] | (g[1]&p[2]) | (g[0]&(&p[2:1])) | (c[0]&(&p[2:0]));
    assign c[4] = g[3] | (g[2]&p[3]) | (g[1]&(&p[3:2])) | (g[0]&(&p[3:1])) | (c[0]&(&p[3:0]));
    assign cout = c[4];
endmodule
module Execute(
    input clk,
    input rst,
    input[0:0] cregwa_i,
    input[1:0] cregwd_i,
    input[0:0] regwe_i,
    input[1:0] aluin1_i,
    input[0:0] aluin2_i,
    input[3:0] alusel_i,
    input[2:0] memlen_i,
    input[0:0] memwe_i,
    input[31:0] imm_ext_i,
    input[31:0] sa_ext_i,
    input[31:0] rd1_i,
    input[31:0] rd2_i,
    input[4:0] rt_i,
    input[4:0] rd_i,
    output[1:0] cwd_ex,
    output we_ex,
    output[4:0] wa_ex,
    output[31:0] wd_ex,
    output[0:0] cregwa_o,
    output[1:0] cregwd_o,
    output[0:0] regwe_o,
    output[2:0] memlen_o,
    output[0:0] memwe_o,
    output[31:0] rd2_o,
    output[4:0] rt_o,
    output[4:0] rd_o,
    output[31:0] aluout_o
);
    assign cregwa_o = cregwa_i;
    assign cregwd_o = cregwd_i;
    assign regwe_o = regwe_i;
    assign memlen_o = memlen_i;
    assign memwe_o = memwe_i;
    assign rd2_o = rd2_i;
    assign rt_o = rt_i;
    assign rd_o = rd_i;
    wire[31:0] op1,op2;
    mux4 aluin1(
        rd1_i,
        sa_ext_i,
        16,
        0,
        aluin1_i,
        op1
    );
    mux2 aluin2(
        rd2_i,
        imm_ext_i,
        aluin2_i,
        op2
    );
    ALU u_alu(
        clk,
        rst,
        op1,
        op2,
        alusel_i,
        aluout_o
    );
    assign cwd_ex = cregwd_i;
    assign we_ex = regwe_i;
    assign wd_ex = (cregwd_i==0)?aluout_o:0;
    assign wa_ex = (cregwa_i==0)?rd_i:rt_i;
endmodule
`timescale 1ns / 1ps
module mux2
#(WIDTH = 32)
(
  input [WIDTH-1:0] in0,
  input [WIDTH-1:0] in1,
  input  sel,
  output [WIDTH-1:0]  out
);
assign out = (sel==1'b0) ? in0 : in1;            
endmodule
module mux4
#(WIDTH = 32)
(
  input [WIDTH-1:0] in0,
  input [WIDTH-1:0] in1,
  input [WIDTH-1:0] in2,
  input [WIDTH-1:0] in3,
  input  [1:0] sel,
  output [WIDTH-1:0]  out
);
assign out = (sel==2'd0) ? in0 :
             (sel==2'd1) ? in1 :
             (sel==2'd2) ? in2 : in3 ;
endmodule
$ cat flow/run.sh
#!/bin/bash
# OpenROAD 26Q1-2900-gdf79404cd8, Yosys 0.63+post, stock flow scripts
make -C /OpenROAD-flow-scripts/flow DESIGN_CONFIG=/design/flow/config.mk WORK_HOME=/design/flow/orfs finish
==> flow_summary.yaml <==
# generated from flow reports
final_layout:
  ff_latch_area_um2: 0
  flow.area_growth_from_synthesis_pct: 20.9
  clock_buffers: 0
  ff_count: 0
  final_layout_size_suffix_gt1_frac: 0.126
yosys:
  post_synth_instance_area_mm2: 0.0128
  distinct_cell_type_count_of_the_synthesized_netlist: 91
  synth.logic.top_family: "AND-OR/OR-AND gates"
  synthDominantCellAreaShare: 0.124
  ys_warn_count: 2
  synth-seq-area-share: 0
  ys_area_mm2: 0.0128
  leading_post_synthesis_cells_by_instance_count: "161 x sky130_fd_sc_hd__nand2_1, 145 x sky130_fd_sc_hd__nor2_1, 128 x sky130_fd_sc_hd__a21oi_1"
  top_area_cell: "sky130_fd_sc_hd__ha_1"
  synth.yosys.num_cells: 1716
  yosys-top-cells-area: "sky130_fd_sc_hd__ha_1 12%, sky130_fd_sc_hd__mux4_2 7.6%, sky130_fd_sc_hd__a21oi_1 5.0%, sky130_fd_sc_hd__mux2i_1 5.0%, sky130_fd_sc_hd__nand2_1 4.7%"
  synth-simple-area-share: 0.203
  synth_top_cell_by_count: "sky130_fd_sc_hd__nand2_1"
  mean_instance_size_in_the_synthesized_netlist_um2: 7.45
  adder_share: 0.149
  postSynthCellCount: 1716
  synthXorXnorAreaFrac: 0.0500
  synth_compound_gate_area_share: 0.291
  muxShareOfSynthArea: 0.204
floorplan:
  core_area_mm2: 0.0315
  io-pin-count: 277
  die_h_um: 181
  initCoreUtil: 0.406
  floorplan.die_area_mm2: 0.0327
  chipWidth_um: 181
  fp-row-count: 65
power:
  cellLeakagePower_uw: 0.00629
  peakVddDrop_mv: 0.0243
  power.density_mw_per_mm2: 38.2
grt:
  grt-ovfl-total: 0
  grt.total_usage: 0.429
  first_global_vias: 14674
  grt_pass1_wl_mm: 99.9
  grt_antenna_before_repair: 2
  grt_start_max_net_pins: 73
placement:
  post-place-ws_ns: 3.20
  port_buffers: 264
  detailed_place_hpwl_mm: 56.0
  place_congestion: 1.10
clock_tree:
  cts_resized: 0
  cts_hold_buf: 0
  postCtsSetupRepairBufs: 0
worst_setup_path:
  crit_type: "in2out"
  arrival_ns: 11.17
  critPathLaunchType: "input pin"
  path_cells: "buf_4 -> buf_4 -> nor3b_2 -> o221ai_1 -> nor3_2 -> nand3_1 -> xnor2_1 -> ha_1 -> a2111oi_0 -> o21ai_0 -> a2111oi_0 -> o21ai_0 -> and2_1 -> fa_1 -> xnor2_1 -> a211oi_1 -> nor2_1 -> o221ai_1 -> a211oi_1 -> nor3_1 -> clkdlybuf4s50_1"
  crit_path_max_fanout: 25
  critPathCaptureType: "output pin"
  cp_data_required_time_ns: 14.08
  cpPeakStageDelay_ns: 0.63
  cp_slowest_cell: "sky130_fd_sc_hd__nor3b_2"
timing:
  relSlewSlack: 0.281
  post_route_fraction_of_the_period_consumed_by_the_critical_path: 0.835
  clock_period_minus_worst_slack_ns: 14.69
  timing.final.setup_violations: 0
  rsz0062_at_grt: "no"
  fmax_mhz: 68.1
  hold_viol_final: 0
  worst_pin_slew_ns: 1.05
  setup_total_negative_slack_ns: 0
  timing.final.max_slew_violations: 0
  final.setup.worst_slack_ns: 2.91
worst_hold_path:
  hp-start: "memlen_i[0]"
  holdPathEnd: "memlen_o[0]"
  hold_depth: 0
  hold_path_class: "in2out"
drt:
  drt.antenna.violating_nets: 0
  vias_per_cell: 6.78
  wire_per_inst_um: 30.4
  detail_route.first_pass.iterations: 6
  remaining_drc_errors: 0
  dr.first_iter.drc_count: 1946
  detailroute.via_count: 15506
  routed_wirelength_mm: 69.5
  insertedDiodeCount: 0
status:
  result_of_the_run: "finished clean"
job:
  warnings: 70
  drv.max_cap_violation_count: 0
## routing by layer
layer | global-route usage | part of all wire | vias to the layer above
met5 | 0.00296 | 0.00033 | -
met4 | 0.230 | 0.067 | 4
met3 | 0.154 | 0.13 | 229
met2 | 0.607 | 0.41 | 1168
met1 | 0.573 | 0.39 | 7305
li1 | - | - | 6800
## worst max-delay path, delay by kind of cell
kind	cells	cell delay (ns)
compound gates	8	2.93
xor+xnor	2	0.41
fa+ha+maj	2	0.78
buf+inv	3	1.34
simple gates	6	2.14
## through the flow
step	util	area [um^2]	std cells	hold slack, ns	power [uW]
2_1_floorplan	-	12800	1716	7.11	345
3_3_place_gp	0.491	15500	2287	7.04	567
3_5_place_dp	0.491	15500	2287	7.04	569
4_1_cts	0.491	15500	2287	7.04	572
5_1_grt	0.491	15500	2287	7.04	624
6_report	0.491	15500	2287	7.04	591
## cell families after synthesis
kind of cell | Yosys count
AND/OR/NAND/NOR | 535
AND-OR/OR-AND | 554
buffers and inverters | 251
multiplexers | 160
adder cells (fa/ha/maj) | 143
XOR/XNOR | 73
## area by class of cell
| class | instances | area, um^2 |
|---|---|---|
| well taps | 402 | 503 |
| inverters | 86 | 325 |
| repair buffers | 334 | 3150 |
| fillers | 3094 | 16000 |
| multi-input cells | 1465 | 11500 |
## worst max path at each step
stage | startpoint | endpoint | slack, ns
4_1_cts | aluin2_i[0] | wd_ex[25] | 3.19
5_1_grt | aluin2_i[0] | wd_ex[25] | 2.79
6_report | aluin2_i[0] | wd_ex[25] | 2.91
## report_power, final
part / internal (uW) / switching [uW] / total (uW)
combinational: 243 / 348 / 591
sequential: 0 / 0 / 0
clock: 0 / 0 / 0
total: 243 / 348 / 591
## cells in the final DEF (no fill, tap or decap), drive strengths merged, types with 56 or more instances in the layout
cell / count
nor2: 146
buf: 74
clkdlybuf4s50: 260
mux4: 56
inv: 86
nand2: 163
mux2i: 89
a21oi: 128
ha: 127
o21ai: 115
No activity file was given, so power comes from the tool's default toggle rates.
