### flow/config.mk
export PLATFORM = sky130hd
export DESIGN_NAME = ID_EX
export DESIGN_NICKNAME = ID_EX
export VERILOG_FILES = /design/flow/design.v
export SDC_FILE = /design/flow/constraint.sdc
export NUM_CORES = 4
export LEC_CHECK = 1
export CORE_AREA = 10 10 208 208
export DIE_AREA = 0 0 218 218
### flow/run.sh
#!/bin/bash
# OpenROAD 26Q1-2900-gdf79404cd8, Yosys 0.63+post, stock flow scripts
make -C /OpenROAD-flow-scripts/flow DESIGN_CONFIG=/design/flow/config.mk WORK_HOME=/design/flow/orfs finish
### flow/constraint.sdc
current_design ID_EX

set clk_period 1.0
set clk_io_pct 0.2

create_clock -name clk0 -period $clk_period [get_ports {clk}]

set non_clock_inputs [all_inputs -no_clocks]
set_input_delay [expr $clk_period * $clk_io_pct] -clock clk0 $non_clock_inputs
set_output_delay [expr $clk_period * $clk_io_pct] -clock clk0 [all_outputs]
### flow/design.v
module FI_ID(
    input clk,
    input rst,
    input pause,
    input[31:0] pc_i,
    output[31:0] pc_o,
    input[31:0] inst_i,
    output[31:0] inst_o
);
    wire[31:0] oe;
    assign oe = ~{32{pause}};
    reg[31:0] pc;
    reg[31:0] inst;
    always@(posedge clk or negedge rst)begin
        if(!rst)begin
            pc <= 0;
            inst <= 0;
        end
        else if(pause==0)begin
            pc <= pc_i;
            inst <= inst_i;
        end
    end
    assign pc_o = pc;
    assign inst_o = inst;
endmodule
module ID_EX(
    input clk,
    input rst,
    input pause,
    input[0:0] cregwa_i,
    output[0:0] cregwa_o,
    input[1:0] cregwd_i,
    output[1:0] cregwd_o,
    input[0:0] regwe_i,
    output[0:0] regwe_o,
    input[1:0] aluin1_i,
    output[1:0] aluin1_o,
    input[0:0] aluin2_i,
    output[0:0] aluin2_o,
    input[3:0] alusel_i,
    output[3:0] alusel_o,
    input[2:0] memlen_i,
    output[2:0] memlen_o,
    input[0:0] memwe_i,
    output[0:0] memwe_o,
    input[31:0] imm_ext_i,
    output[31:0] imm_ext_o,
    input[31:0] sa_ext_i,
    output[31:0] sa_ext_o,
    input[31:0] rd1_i,
    output[31:0] rd1_o,
    input[31:0] rd2_i,
    output[31:0] rd2_o,
    input[4:0] rt_i,
    output[4:0] rt_o,
    input[4:0] rd_i,
    output[4:0] rd_o
);
    wire[31:0] oe;
    assign oe = ~{32{pause}};
    reg[0:0] cregwa;
    reg[1:0] cregwd;
    reg[0:0] regwe;
    reg[1:0] aluin1;
    reg[0:0] aluin2;
    reg[3:0] alusel;
    reg[2:0] memlen;
    reg[0:0] memwe;
    reg[31:0] imm_ext;
    reg[31:0] sa_ext;
    reg[31:0] rd1;
    reg[31:0] rd2;
    reg[4:0] rt;
    reg[4:0] rd;
    always@(posedge clk or negedge rst)begin
        if(!rst)begin
            cregwa <= 0;
            cregwd <= 0;
            regwe <= 0;
            aluin1 <= 0;
            aluin2 <= 0;
            alusel <= 0;
            memlen <= 0;
            memwe <= 0;
            imm_ext <= 0;
            sa_ext <= 0;
            rd1 <= 0;
            rd2 <= 0;
            rt <= 0;
            rd <= 0;
        end
        else if(pause==0)begin
            cregwa <= cregwa_i;
            cregwd <= cregwd_i;
            regwe <= regwe_i;
            aluin1 <= aluin1_i;
            aluin2 <= aluin2_i;
            alusel <= alusel_i;
            memlen <= memlen_i;
            memwe <= memwe_i;
            imm_ext <= imm_ext_i;
            sa_ext <= sa_ext_i;
            rd1 <= rd1_i;
            rd2 <= rd2_i;
            rt <= rt_i;
            rd <= rd_i;
        end
    end
    assign cregwa_o = cregwa & oe;
    assign cregwd_o = cregwd & oe;
    assign regwe_o = regwe & oe;
    assign aluin1_o = aluin1 & oe;
    assign aluin2_o = aluin2 & oe;
    assign alusel_o = alusel & oe;
    assign memlen_o = memlen & oe;
    assign memwe_o = memwe & oe;
    assign imm_ext_o = imm_ext & oe;
    assign sa_ext_o = sa_ext & oe;
    assign rd1_o = rd1 & oe;
    assign rd2_o = rd2 & oe;
    assign rt_o = rt & oe;
    assign rd_o = rd & oe;
endmodule
module EX_MEM(
    input clk,
    input rst,
    input pause,
    input[0:0] cregwa_i,
    output[0:0] cregwa_o,
    input[1:0] cregwd_i,
    output[1:0] cregwd_o,
    input[0:0] regwe_i,
    output[0:0] regwe_o,
    input[2:0] memlen_i,
    output[2:0] memlen_o,
    input[0:0] memwe_i,
    output[0:0] memwe_o,
    input[31:0] rd2_i,
    output[31:0] rd2_o,
    input[4:0] rt_i,
    output[4:0] rt_o,
    input[4:0] rd_i,
    output[4:0] rd_o,
    input[31:0] aluout_i,
    output[31:0] aluout_o
);
    wire[31:0] oe;
    assign oe = ~{32{pause}};
    reg[0:0] cregwa;
    reg[1:0] cregwd;
    reg[0:0] regwe;
    reg[2:0] memlen;
    reg[0:0] memwe;
    reg[31:0] rd2;
    reg[4:0] rt;
    reg[4:0] rd;
    reg[31:0] aluout;
    always@(posedge clk or negedge rst)begin
        if(!rst)begin
            cregwa <= 0;
            cregwd <= 0;
            regwe <= 0;
            memlen <= 0;
            memwe <= 0;
            rd2 <= 0;
            rt <= 0;
            rd <= 0;
            aluout <= 0;
        end
        else if(pause==0)begin
            cregwa <= cregwa_i;
            cregwd <= cregwd_i;
            regwe <= regwe_i;
            memlen <= memlen_i;
            memwe <= memwe_i;
            rd2 <= rd2_i;
            rt <= rt_i;
            rd <= rd_i;
            aluout <= aluout_i;
        end
    end
    assign cregwa_o = cregwa;
    assign cregwd_o = cregwd;
    assign regwe_o = regwe;
    assign memlen_o = memlen;
    assign memwe_o = memwe;
    assign rd2_o = rd2;
    assign rt_o = rt;
    assign rd_o = rd;
    assign aluout_o = aluout;
endmodule
module MEM_WB(
    input clk,
    input rst,
    input pause,
    input[0:0] cregwa_i,
    output[0:0] cregwa_o,
    input[1:0] cregwd_i,
    output[1:0] cregwd_o,
    input[0:0] regwe_i,
    output[0:0] regwe_o,
    input[4:0] rt_i,
    output[4:0] rt_o,
    input[4:0] rd_i,
    output[4:0] rd_o,
    input[31:0] aluout_i,
    output[31:0] aluout_o,
    input[31:0] memrd_i,
    output[31:0] memrd_o
);
    wire[31:0] oe;
    assign oe = ~{32{pause}};
    reg[0:0] cregwa;
    reg[1:0] cregwd;
    reg[0:0] regwe;
    reg[4:0] rt;
    reg[4:0] rd;
    reg[31:0] aluout;
    reg[31:0] memrd;
    always@(posedge clk or negedge rst)begin
        if(!rst)begin
            cregwa <= 0;
            cregwd <= 0;
            regwe <= 0;
            rt <= 0;
            rd <= 0;
            aluout <= 0;
            memrd <= 0;
        end
        else if(pause==0)begin
            cregwa <= cregwa_i;
            cregwd <= cregwd_i;
            regwe <= regwe_i;
            rt <= rt_i;
            rd <= rd_i;
            aluout <= aluout_i;
            memrd <= memrd_i;
        end
    end
    assign cregwa_o = cregwa;
    assign cregwd_o = cregwd;
    assign regwe_o = regwe;
    assign rt_o = rt;
    assign rd_o = rd;
    assign aluout_o = aluout;
    assign memrd_o = memrd;
endmodule
==> results.txt <==
Flow results follow.

The final worst-path setup slack is -0.345 ns. Listed in order, past its start point the critical path passes nor2b_4, buf_2. The flow ran to the end, but the final reports show violations. The main area contributors are sky130_fd_sc_hd__dfrtp_1 (54%), sky130_fd_sc_hd__mux2_4 (18%), sky130_fd_sc_hd__nor2b_1 (14%).

The cell with the largest stage delay on the worst path is sky130_fd_sc_hd__dfrtp_2. The stage logs contain a warning count of 28. The arrival time of data at the worst endpoint is listed as 1.14 ns. met2 track demand over resource after global routing is 12.9%. The reported max-cap violation count is 0. The script parses the final routing iteration and logs DRC violations as 0. Once detail routing completed, the nets flagged for antenna violations numbered 0.

Per the TritonCTS log, the buffer count is 17. The pre-placement core utilization is 18.3%. For this run the aggregate overflow at the end of global routing stands at 0. The number of antenna violations at the first check in global routing is 0. The DRC violation total after the first TritonRoute iteration is 140. For this run, the slowest stage of the critical path takes 0.45 ns. The worst setup path is captured at an output port. The die area is 47500 sq um. The width of the chip is 218 microns. The met3 usage in global routing is 4.75%. The number of cells in the yosys synthesis report is 493. Per the OpenROAD floorplan log, the area of the core is 38700 sq um.

The synthesis-to-layout area growth is 70.3%. The gate-level netlist out of Yosys references 7 unique cell types. The number of cells produced by synthesis is 493. The power density over the cells is 1470 nW/um^2. The first global-routing pass estimated 33300 microns of wire.

The worst-case max-slew headroom was logged as 48.2%. The setup path with the least slack is of type flip-flop to output port. The CTS tree is done. The data required time at the worst endpoint is 0.80 ns. Summing every instance area after synthesis gives 7070 sq um.

The worst hold path class is input port to flip-flop. 309 I/O pins were placed. The clock insertion delay at the later pin of the skew report is 0.43 ns. The maximum buffer depth of the clock tree is 2. The end-of-flow timing check tallies setup violations at 287. In the final report, the number of pins over their slew limit comes to 0.

The combinational power share is 20.7%. STA classifies the critical path startpoint as a flip-flop. The count of input and output buffers is 308. The synthesis report lists the Yosys warning total as 1. The net switching power of the design is 0.00406 W.

In this run the VDD rail shows a maximum IR drop of 1.17 mV. The chip area line of the yosys report is 7070 sq um. The maximum number of pins on one net before global-route repair is 49. The cell type contributing the most total cell area after synthesis is sky130_fd_sc_hd__dfrtp_1. The transition time recorded at the tightest slew-check pin is 0.774 ns.

The timing report attributes the biggest portion of critical-path delay to flip-flops. The fraction of layout cells with a size suffix above 1 is 56.5%. The total inserted antenna cells is 0. The cell sitting at the root of the clock tree is a sky130_fd_sc_hd__clkbuf_16. The final weighted congestion in routability-driven placement is 0.809. Cell internal power was estimated by the tool at 0.0136 W. Yosys reported a register bit count of 153. In the finished design, the share of the clock period the worst path needs comes to 134%. The detailed-router iteration count before antenna repair is 4. The analysis attributes to cell leakage a power of 5.71 nW. The top fanout value on the critical path is 2. The via count of the routed design is 5120. For this run, the top clock speed supported by timing is 0.744 GHz. Per the final timing report, the hold violations number 0.

Per report_power, the clock group accounts for 38.9% of the total. The portion of total power attributed to sequential cells is 40.4%. The core utilization of the finished layout is 31.1%. The final layout report lists a filler cell count of 3890. After layout, the setup clock skew is reported as 0 ns. The average footprint of a synthesized cell is 14.3 sq um. The buffer-and-inverter tally for the worst setup path is 1. The clock sink count is 153. The most heavily used metal layer in global routing is met2. The worst slack on hold paths is 0.303 ns. The wire length after detailed routing is 22200 microns. The final period demand of the worst path is 1.34 ns. The count of H-tree levels built during CTS is 4.

The met1 usage is 12.3%. The area share of the leading cell type in the synthesized netlist is 54.1%. The height of the die is 218 microns. The clock slew seen by the registers of the worst setup and hold paths is 0.06 ns. Setup repair after global routing could not meet its margin everywhere. The detailed-placement wirelength estimate is 16600 microns. The standard-cell row count is 72. The share of synthesized area occupied by flip-flops and latches is 54.1%. Net switching is 22.9% of the power. Overall routing resource usage recorded by global route was 9.01%. The final reports fail on negative setup slack. After detailed routing, the number of vias per cell comes to 3.54.

The number of global-route vias before repair is 5474. The routed design shows a wire length per standard cell of 15.3 microns.
[layout make-up]
type	instances	area, sq um	area share, %
sequential	153	3830	31.8
timing repair buffer	437	3500	29.1
multi-input combinational	306	3430	28.5
tap	518	648	5.38
clock buffer	23	488	4.05
clock inverter	9	139	1.15
[tightest hold or removal path: cells and delay by family]
| kind | cells | cell delay [ns] |
|---|---|---|
| buf+inv | 2 | 0.36 |
| mux | 1 | 0.14 |
[cell usage in the layout (no fill, tap or decap), types with 3 or more instances in the layout]
master and instances:
sky130_fd_sc_hd__buf_4 99, sky130_fd_sc_hd__buf_12 9, sky130_fd_sc_hd__clkbuf_8 4, sky130_fd_sc_hd__nor2b_1 96
sky130_fd_sc_hd__nor2b_4 57, sky130_fd_sc_hd__clkinv_4 3, sky130_fd_sc_hd__bufinv_16 3, sky130_fd_sc_hd__mux2_4 87
sky130_fd_sc_hd__clkdlybuf4s50_1 153, sky130_fd_sc_hd__dfrtp_1 152, sky130_fd_sc_hd__buf_6 24, sky130_fd_sc_hd__clkinvlp_4 3
sky130_fd_sc_hd__clkbuf_16 17, sky130_fd_sc_hd__buf_2 150, sky130_fd_sc_hd__mux2_2 66
[metal layers]
metal / share of wire [%] / wire (microns)
met5: 0 / 0
met4: 1.2 / 258
met3: 12 / 2600
met2: 42 / 9210
met1: 46 / 10100
[registers in the layout, indices dropped and copies added (netlist names)]
signal   count
memwe        1
memlen       3
aluin1       2
cregwd       2
aluin2       1
sa_ext      32
regwe        1
rt           5
rd2         32
rd1         32
alusel       4
imm_ext     32
cregwa       1
rd           5
[synthesized netlist by cell type (all sizes together)]
library cell	instances
nor2b	153
clkbuf	2
mux2	153
dfrtp	153
buf	32
[power by group through the flow]
stage	sequential, W	clock (W)	combinational, W
finish	0.00716	0.00689	0.00366
global route	0.00723	0.00741	0.00399
CTS	0.00715	0.00719	0.00342
[per-stage QoR]
| step | setup slack, ns | cell area [sq um] | setup TNS, ns | total power [W] | instances |
|---|---|---|---|---|---|
| after global routing | -0.409 | 12000 | -76.85 | 0.0186 | 1446 |
| after CTS | -0.400 | 11600 | -64.89 | 0.0178 | 1428 |
| final | -0.345 | 12000 | -52.12 | 0.0177 | 1446 |
| after floorplan | -0.0106 | 7160 | -0.905 | 0.00851 | 493 |
| after detailed placement | -0.460 | 11300 | -92.43 | 0.0108 | 1361 |
| after global placement | -0.456 | 11300 | -90.49 | 0.0108 | 1361 |
[timing repair]
| item | CTS | global route |
|---|---|---|
| buffers inserted | 34 | 25 |
| hold endpoints to repair | 148 | 84 |
| hold buffers | 1 | 1 |
| resized | 545 | 75 |
| setup endpoints to repair | 153 | 308 |
[path summary, 6_finish.rpt]
path	slack (ns)	start	depth (start not counted)	end
worst max-delay path	-0.34	rd[0]	2	rd_o[0]
worst min-delay path	0.30	pause	3	rd2[16]
worst max register to register	-0.07	sa_ext[4]	4	sa_ext[4]
worst min register to register	0.50	rd1[17]	1	rd1[17]
max in group asynchronous	-0.12	rst	3	rd2[20]
min in group asynchronous	0.35	rst	2	rd2[8]
[logic make-up (layout without fill, tap and decap cells)]
kind of cell,Yosys count,count (layout),share of synthesized area (%)
mux,153,153,29.0
buf+inv,34,469,3.34
flops,153,153,54.1
simple gates,153,153,13.5
Power and IR drop assume default switching activity.
